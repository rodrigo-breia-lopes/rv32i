==> ./config.mk <==
export PLATFORM = sky130hd
export DESIGN_NAME = imm_gen
export DESIGN_NICKNAME = imm_gen
export VERILOG_FILES = /design/flow/design.v
export SDC_FILE = /design/flow/constraint.sdc
export NUM_CORES = 4
export LEC_CHECK = 1
export CORE_AREA = 10 10 70 70
export DIE_AREA = 0 0 80 80
==> ./constraint.sdc <==
current_design imm_gen

set clk_period 2.7
set clk_io_pct 0.2

create_clock -name clk0 -period $clk_period

set non_clock_inputs [all_inputs -no_clocks]
set_input_delay [expr $clk_period * $clk_io_pct] -clock clk0 $non_clock_inputs
set_output_delay [expr $clk_period * $clk_io_pct] -clock clk0 [all_outputs]
==> ./design.v <==
module imm_gen(
    input wire [31:0] instr,
    output logic [31:0] imm 
);
    wire [6:0] opcode;	     
    wire [2:0] funct3;	     
    logic [31:0] s_imm;  
    assign opcode = instr[6:0];
    assign funct3 = instr[14:12];
    always_comb begin
	s_imm = 32'h00000000;
	case(opcode) 
	    7'b0010011,7'b0000011,7'b1100111,7'b1110011: begin
		s_imm[11:0] = instr[31:20];
	    	case (funct3)
	    	    3'h1,3'h5: imm = {26'b0,s_imm[5:0]};	 
	    	    default :  imm = {{20{s_imm[11]}},s_imm[11:0]};  
	    	endcase
	    end
	    7'b0100011: begin
		s_imm[4:0]	= instr[11:7];
	    	s_imm[11:5]	= instr[31:25];
	    	imm = {{20{s_imm[11]}},s_imm[11:0]};
	    end
	    7'b1100011: begin
		s_imm[12]	= instr[31];
	    	s_imm[11]	= instr[7];
	    	s_imm[10:5]	= instr[30:25];
	    	s_imm[4:1]	= instr[11:8];
	    	imm = {{19{s_imm[12]}},s_imm[12:1],1'b0};
	    end
	    7'b0110111,7'b0010111: begin
		s_imm[31:12] = instr[31:12];	
	    	imm = {s_imm[31:12],12'b000000000000};	 
	    end
	    7'b1101111: begin
		s_imm[20]	= instr[31];
	    	s_imm[10:1]	= instr[30:21];
	    	s_imm[11]	= instr[20];
	    	s_imm[19:12]= instr[19:12];
		imm = {{11{s_imm[20]}},s_imm[20:1],1'b0};
	    end
	    default: imm[31:0] = 32'h0000_0000;
	endcase
    end
endmodule
==> ./run.sh <==
#!/bin/bash
# OpenROAD 26Q1-2900-gdf79404cd8, Yosys 0.63+post, stock flow scripts
make -C /OpenROAD-flow-scripts/flow DESIGN_CONFIG=/design/flow/config.mk WORK_HOME=/design/flow/orfs finish
==> results_dict.tcl <==
# flow metrics
set metrics [dict create \
    period_minus_slack_ns 2.62 \
    finalClockPeriodUsage_pct 97.2 \
    hold_violations 0 \
    crit_type "in -> out" \
    placed_area_sq_mm 0.00127 \
    crit_end "imm[21]" \
    hpwlAfterDp_mm 2.36 \
    ff_count 0 \
    worst_pin_slew_ns 0.307 \
    syn_inst 78 \
    routedWlPerCell_um 15.0 \
    slew_headroom_pct 79.4 \
    fp_util_pct 13.9 \
    whs_ns 1.69 \
    layout_top_cell "clkdlybuf4s50_1" \
    synth_area_sq_um 475 \
    total_power_w 0.000112 \
    die_x_um 80 \
    grt_pass1_wl_mm 4.57 \
    synth_cell_types 32 \
    vias 917 \
    drv_cap 0 \
    avgSynthCellArea_sq_um 6.10 \
    power.density_mw_per_mm2 79.4 \
    grt_setup_unrepaired "yes" \
    core-area_sq_mm 0.00342 \
    hold_path.class "in -> out" \
    wl_mm 3.11 \
    pre_cts_slack_ns -0.455 \
    hold_start "instr[6]" \
    register_area_sq_um 0 \
    finalWorstSetupSlack_ns 0.0764 \
    yosysWarnings 1 \
    fmax_ghz 0.381 \
    gr-usage-all-layers_pct 8.52 \
    rows 21 \
    io_pins 64 \
    overflow 0 \
    drc 0 \
    p_leak_nw 0.865 \
    ys_chip_area_sq_um 475 \
    drv_slew 0 \
    die-area_sq_mm 0.00640 \
    irDropWorstVdd_v 0.0000234 \
    critPathLaunchType "input pin" \
    arrival_ns 2.08 \
    warnings 33 \
    grt_pass1_vias 944 \
    clkbuf_count 0 \
    area_delta_synth_final_pct 198 \
    seq_area_frac_synth_pct 0 \
    worstPathRequired_ns 2.16 \
    crit_path_start "instr[4]" \
    antenna_found_initial 0 \
    grt_max_degree 13 \
    drt-vias-per-instance 4.43 \
    dr.pass1.iters 3 \
    place_congestion 0.791 \
    post-route-util_pct 41.5 \
    insertedDiodeCount 0 \
    status "finished clean" \
    mostFrequentLayoutCells "clkdlybuf4s50_1, buf_4, nand2_1" \
    fillers 340 \
    die_h_um 80 \
    fin_area_sq_mm 0.00142 \
    detail_route.iter0.violations 45 \
    drive_gt1_share_pct 31.7 \
    setup_viol 0 \
    yosysCellCount 78 \
    portBuffers 64 \
    critPathMaxFanout 7 \
    postRouteAntennaNets 0 \
    crit_path_end_kind "primary output" \
]
==> cell type report <==
| class | instances | area (sq um) | area share (%) |
|---|---|---|---|
| repair buffers | 87 | 810 | 57.1 |
| well taps | 46 | 57.6 | 4.06 |
| inverters | 2 | 7.51 | 0.530 |
| multi-input cells | 72 | 543 | 38.3 |
==> worst min-delay path by stage <==
stage / endpoint / slack [ns] / cells after the start
after CTS: imm[16] / 1.84 / 3
after global routing: imm[15] / 1.75 / 3
final: imm[11] / 1.69 / 5
==> through the flow <==
stage                      TNS, ns  std cells
after global placement       -9.84        199
final                            0        207
after detailed placement    -11.11        199
after global routing      -0.00153        207
after floorplan                  0         78
after CTS                        0        203
==> metal layers <==
layer	share of wire, %	up-vias	global-route usage, %
li1	-	460	-
met1	46	420	11.1
met2	43	37	13.6
met3	10	0	3.52
met4	0	0	0
met5	0	-	0
==> what timing repair did <==
item	in CTS	in global routing
cloned	1	2
resized	44	28
hold buffers	0	0
pin swaps	6	5
setup endpoints to repair	32	28
buffers inserted	3	2
==> cells in the mapped netlist (2+ instances only) <==
master,count,area (sq um)
a21o_1,9,67.6
buf_2,2,10.0
nand2_1,19,71.3
a22o_1,4,35.0
a21boi_0,5,37.5
nand3_1,12,60.1
inv_1,2,7.51
==> logic make-up after synthesis <==
family                 Yosys count  share of synthesized area (%)
AOI/OAI and AO/OA               27                           44.7
and+or+nand+nor                 43                           44.7
buffers and inverters            7                           8.42
muxes                            1                           2.11
==> where the power goes <==
part           switching [W]  internal, W
Sequential                 0            0
Combinational      0.0000374    0.0000751
Clock                      0            0
Total              0.0000374    0.0000751
==> worst max-delay path, stage by stage <==
cell	delay, ns
buf_4	0.12
nand4b_1	0.18
or3_4	0.44
a21o_4	0.25
nand3_1	0.08
clkdlybuf4s50_1	0.47
No activity file was given, so power comes from the tool's default toggle rates.
