==> ./design.v <==
module op_decoder(
     input wire [31:0] instr,
     output logic [4:0] op
);
    wire [6:0] opcode;
    wire [2:0] funct3;
    wire [6:0] funct7;
    wire [6:0] imtest;
    wire ebreak_t;
    assign opcode = instr[6:0];
    assign funct3 = instr[14:12];
    assign funct7 = instr[31:25];
    assign immtest= instr[11:5];
    assign ebreak_t = instr[20];
    always_comb begin
    case (opcode)
            7'b0110011:   
                case ({funct7, funct3})
                    {7'b0000000, 3'b000}: op = 5'h00;  
                    {7'b0100000, 3'b000}: op = 5'h01;  
                    {7'b0000000, 3'b100}: op = 5'h02;  
                    {7'b0000000, 3'b110}: op = 5'h03;  
                    {7'b0000000, 3'b111}: op = 5'h04;  
                    {7'b0000000, 3'b001}: op = 5'h05;  
                    {7'b0000000, 3'b101}: op = 5'h06;  
                    {7'b0100000, 3'b101}: op = 5'h07;  
                    {7'b0000000, 3'b010}: op = 5'h08;  
                    {7'b0000000, 3'b011}: op = 5'h09;  
                    default: op = 5'h1F;  
                endcase
            7'b0010011:  
                case (funct3)
                    3'b000: op = 5'h00;  
                    3'b100: op = 5'h02;  
                    3'b110: op = 5'h03;  
                    3'b111: op = 5'h04;  
                    3'b001: op = 5'h05;  
                    3'b101: op = (immtest != 7'h20) ? 5'h06: 5'h07;  
                    3'b010: op = 5'h08;  
                    3'b011: op = 5'h09;  
                    default: op = 5'h1F;  
                endcase
            7'b0000011:  
                case (funct3)
                    3'b000: op = 5'h00;  
                    3'b001: op = 5'h00;  
                    3'b010: op = 5'h00;  
                    3'b100: op = 5'h00;  
                    3'b101: op = 5'h00;  
                    default: op = 5'h1F;  
                endcase
            7'b0100011:  
                case (funct3)
                    3'b000: op = 5'h00;  
                    3'b001: op = 5'h00;  
                    3'b010: op = 5'h00;  
                    default: op = 5'h00;  
                endcase
            7'b1100011:  
                case (funct3)
                    3'b000: op = 5'h01;  
                    3'b001: op = 5'h01;  
                    3'b100: op = 5'h01;  
                    3'b101: op = 5'h01;  
                    3'b110: op = 5'h01;  
                    3'b111: op = 5'h01;  
                    default: op = 5'h1F;  
                endcase
            7'b1101111: op = 5'h0A;  
            7'b1100111: op = 5'h00;  
            7'b0110111: op = 5'h0B;  
            7'b0010111: op = 5'h0C;  
            7'b1110011:	op = (~ebreak_t) ? 5'h1C : 5'h1D;  
                    default: op = 5'h1F;  
            default: op = 5'h1F;  
        endcase
    end
endmodule
==> ./run.sh <==
#!/bin/bash
# OpenROAD 26Q1-2900-gdf79404cd8, Yosys 0.63+post, stock flow scripts
make -C /OpenROAD-flow-scripts/flow DESIGN_CONFIG=/design/flow/config.mk WORK_HOME=/design/flow/orfs finish
==> ./config.mk <==
export PLATFORM = sky130hd
export DESIGN_NAME = op_decoder
export DESIGN_NICKNAME = op_decoder
export VERILOG_FILES = /design/flow/design.v
export SDC_FILE = /design/flow/constraint.sdc
export NUM_CORES = 4
export LEC_CHECK = 1
export CORE_AREA = 10 10 73 73
export DIE_AREA = 0 0 83 83
==> ./constraint.sdc <==
current_design op_decoder

set clk_period 5.3
set clk_io_pct 0.2

create_clock -name clk0 -period $clk_period

set non_clock_inputs [all_inputs -no_clocks]
set_input_delay [expr $clk_period * $clk_io_pct] -clock clk0 $non_clock_inputs
set_output_delay [expr $clk_period * $clk_io_pct] -clock clk0 [all_outputs]
==> notes.md <==
flow finished, numbers: WL/cell=11.05 µm, tool warnings=46, Synth Instances=81, detailed-placement wirelength estimate=1.292 mm, Final ANT Viol Nets=0, Worst EP required=4.24 ns, first-pass GRT wire length=2.518 mm, Post-Syn Area=503.0 µm², total grt overflow=0, drt total wl=1.602 mm, Die Width=83 µm, Leak Pwr=0.2132 nW, I/O pins=37, DRC Markers=0, Filler Cells Inserted=442, yosys warns=2, Cell Type Count=33, crit end category=output pin, CP peak stage delay=0.66 ns, GPL Wtd Cong=0.8637, pwr/cell area=58.64 nW/µm², syn avg cell area=6.210 µm², via count=622, crit path kind=in -> out, Post-CTS Setup Bufs=0, Largest cells by area=nor2b_1 10%, buf_6 6.7%, o21ai_0 6.0%, Worst Min Path Start=instr[27], Final Core Density=0.1955, Top cell area share=0.09950, CP max stage cell=clkdlybuf4s50_1, final hold vios=0, 1st-pass router iterations=4, Resize count post-CTS=0, Post-Place Cells=145, final setup TNS=0 ns, Final setup viols=0, Cell Rows=22, status=finished clean, top post-synthesis cells by count=8 x nand2_1, 8 x nor2_1, 8 x nor2b_1, 6 x o21ai_0, 5 x a21oi_1, sequential fraction of the synthesis area=0, Final Critical Period=4.363 ns, port buffer count=23, overall power=0.04292 mW, Die H=83 µm, FF+latch area=0 µm², Startpoint Class=primary input, Max Slew Vio Count=0, Detailed Route Iter0 Violations=26, cell mode on critical path=clkdlybuf4s50_1, Hold Buf Count CTS=0, Initial Util=0.1344, VDD IR max=0.00002310 V, worst hold endpoint=op[0], Hold Path Class=in -> out, crit path max fanout=11, vias per cell=4.290, CP cell instances=clkdlybuf4s50_1, nor2b_1, o21ai_1, a2111oi_0, o21ai_0, o311ai_1, clkdlybuf4s50_1, Crit path arrival time=3.30 ns, GRT Util Overall=0.04027, vias in the first global route=566, core area=3744 µm², Area Overhead vs Synth=45.52%, Hold WS=3.232 ns, Tightest Pin Transition=0.4780 ns, number of antenna diodes=0, unrepaired setup endpoints after global routing=false, ys cells=81, die area=6889 µm², Max Fclk=0.2292 GHz, Flops=0, cell taking the most area after synthesis=nor2b_1, Hold Path Depth=5, clkbuf count=0, Slew headroom=0.6731, largest net degree at the start of global routing=14, Max Cap Viol=0, yosys stat area=503.0 µm², fin crit share=0.8232, initial antenna violation count=0, Final Non-Filler Cells=145, comb. cell area=437.9 µm², layout cells sized above 1=0.04124
-- kinds of logic after synthesis --
kind of cell | Yosys count | synth area share
AND-OR/OR-AND | 26 | 0.3284
XOR/XNOR | 1 | 0.01742
buffers and inverters | 8 | 0.1293
AND/OR/NAND/NOR | 46 | 0.5249
-- per-layer routing --
metal  track usage  routed length [µm]
met5             0                   0
met4             0                   0
met3       0.01673                 159
met2       0.06285                 655
met1       0.05338                 787
-- worst max-delay path, delay by kind of cell --
kind,cells,cell delay [ns]
buffers and inverters,2,1.18
AOI/OAI and AO/OA,4,0.85
and+or+nand+nor,1,0.21
-- where the power goes --
| part | switching [mW] | internal, mW |
|---|---|---|
| Clock | 0 | 0 |
| Sequential | 0 | 0 |
| Combinational | 0.0197 | 0.0232 |
| Total | 0.0197 | 0.0232 |
-- metrics by stage --
step,area [µm²],setup slack (ns)
after global routing,732.0,0.7063
after detailed placement,732.0,0.9414
final,732.0,0.9369
after CTS,732.0,0.9205
after global placement,732.0,0.9156
after floorplan,503.0,2.327
-- area by class of cell --
type                       instances  area share
tap                               48     0.08205
multi-input combinational         73      0.5983
timing repair buffer              23      0.3145
inverter                           1    0.005128
-- placed cells by master (no fill, tap or decap), types with 3 or more instances in the layout --
cell type	netlist	routed
nor2b_1	8	8
nand2_1	8	8
clkdlybuf4s50_1	0	23
nand3_1	4	4
nor3_1	4	4
a21oi_1	5	5
nand3b_1	3	3
o21ai_0	6	6
nor2_1	8	8
-- worst max-delay path by stage --
stage | startpoint | endpoint | cells past startpoint
5_1_grt | instr[14] | op[0] | 7
6_report | instr[14] | op[0] | 7
4_1_cts | instr[14] | op[0] | 7
No activity file was given, so power comes from the tool's default toggle rates.
