===== flow/design.v =====
module program_counter (
    input wire clk,
    input wire rst,
    input wire [1:0] pc_src,
    input wire [31:0] imm,
    input wire [31:0] alu_out,
    output reg [31:0] pc_out
);
    always @(posedge clk) begin
        if (rst) begin
            pc_out <= 32'h00000000;
        end else begin
            case (pc_src)
                2'b00: pc_out <= pc_out + 4;
                2'b01: pc_out <= pc_out + imm;
                2'b10: pc_out <= alu_out;
                default: pc_out <= pc_out;
            endcase
        end
    end 
endmodule

===== flow/run.sh =====
#!/bin/bash
# OpenROAD 26Q1-2900-gdf79404cd8, Yosys 0.63+post, stock flow scripts
make -C /OpenROAD-flow-scripts/flow DESIGN_CONFIG=/design/flow/config.mk WORK_HOME=/design/flow/orfs finish

===== flow/config.mk =====
export PLATFORM = sky130hd
export DESIGN_NAME = program_counter
export DESIGN_NICKNAME = program_counter
export VERILOG_FILES = /design/flow/design.v
export SDC_FILE = /design/flow/constraint.sdc
export NUM_CORES = 4
export LEC_CHECK = 1
export CORE_UTILIZATION = 40

===== flow/constraint.sdc =====
current_design program_counter

set clk_period 19.1
set clk_io_pct 0.2

create_clock -name clk0 -period $clk_period [get_ports {clk}]

set non_clock_inputs [all_inputs -no_clocks]
set_input_delay [expr $clk_period * $clk_io_pct] -clock clk0 $non_clock_inputs
set_output_delay [expr $clk_period * $clk_io_pct] -clock clk0 [all_outputs]

==> datasheet_impl.txt <==
Characteristics after synthesis and place and route

Parameter                              Value

Status
  Outcome .................. completed

Worst setup path
  Sort of element at the end of the critical path .................. flop
  FF-to-FF setup slack .................. 16050 ps
  Critical Path Slowest Stage Cell .................. sky130_fd_sc_hd__clkdlybuf4s50_1
  Type of the setup path with the least slack .................. in2reg
  Crit path buf inv count .................. 1
  Largest fanout on the critical path .................. 4
  WP data required .................. about 19000 ps
  Most used cell, CP .................. sky130_fd_sc_hd__o21ai_1
  CP Cell Sequence .................. clkdlybuf4s50_1 -> ha_1 -> a211oi_1 -> o21bai_1 -> a211oi_2 -> o21ai_1 -> a31oi_1 -> o21ai_1 -> xor2_1 -> a221oi_1 -> a2111oi_1
  Worst EP arrival .................. 6730 ps
  Startpoint Class .................. input pin
  Largest stage delay on the critical path .................. between 400 and 500 ps
  Cell family contributing the most delay on the critical path .................. AND-OR/OR-AND gates

Finish
  Post-layout utilization of the core .................. 54.0%
  Number of flip-flops under the largest register name .................. 32
  Register containing the most flip-flops in the final layout .................. pc_out
  Fraction of final layout cells with drive strength greater than 1 .................. under 10%
  Final instance area .................. around 5000 sq um
  Biggest regs .................. pc_out x32
  Layout-stage area growth over the synthesis result .................. 29.5%

Logic synthesis
  Mapped Avg Cell Area .................. between 7 and 8 sq um
  Count of instantiated cells in the yosys netlist .................. roughly 520
  Top cells by area .................. sky130_fd_sc_hd__dfxtp_1 16%, sky130_fd_sc_hd__ha_1 11%, sky130_fd_sc_hd__a21oi_1 7.1%
  Number of flip-flops and latches in the synthesized netlist .................. 32
  Area of the synthesized netlist per yosys stat .................. 3890 sq um
  Yosys top cell area share .................. roughly 16%
  Library cell with the largest summed area after synthesis .................. sky130_fd_sc_hd__dfxtp_1
  Share of async-settable or async-resettable flops after synthesis .................. 0%
  Cells after synthesis .................. between 500 and 600
  Count of flip-flops with a built-in enable after synthesis .................. 0
  Top FF cell, synth .................. sky130_fd_sc_hd__dfxtp_1
  Most frequent cell after synthesis .................. sky130_fd_sc_hd__a21oi_1
  Commonest cells in the netlist .................. 55 x sky130_fd_sc_hd__a21oi_1, 37 x sky130_fd_sc_hd__nor2_1, 36 x sky130_fd_sc_hd__nand2_1
  Number of warnings printed during yosys synthesis .................. 1
  Distinct cell type count after synthesis .................. about 64
  Cell area after synthesis .................. slightly below 4000 sq um
  Sequential-to-total area share from yosys stat .................. between 15 and 20%

Power and ir drop
  Power per cell area .................. 53.2 nW/um^2
  Lkg Pwr .................. approximately 0.0021 uW
  Peak supply drop .................. 0.0000319 V
  Total chip power .................. between 200 and 300 uW

GRT
  GRT Total Usage .................. 25.8%
  Antenna violations before repair .................. 0
  Number of global-route vias before repair .................. 4072
  Overflow left after global routing .................. 0
  First-pass GRT wire length .................. ~21 mm
  Largest net degree at the start of global routing .................. slightly below 60

Routing
  Total iterations of the first detailed-routing run .................. 5
  Wire length on met3 .................. around 610 um
  Final ANT Viol Nets .................. 0
  Top layer used by detailed routing .................. met4
  Met2 routed wirelength .................. 5.69 mm
  Vias per inst .................. between 5 and 6
  Final routed wire length divided by cell count .................. around 17 um
  DRC violation total after the first TritonRoute iteration .................. 224
  DRC .................. 0
  DRT Wirelength .................. 12.6 mm
  ANT cells .................. 0
  Via count .................. between 4000 and 5000
  Detailed-route wire length on metal 1 .................. 6.08 mm

Clocking
  Clock buffers created by TritonCTS .................. 5
  Clock-pin slew on the worst setup and hold paths .................. 70 ps
  Root buffer cell .................. sky130_fd_sc_hd__clkbuf_8
  Deepest clock path buffer count .................. 2
  Clk ins delay skew pair .................. 290 ps
  Post-CTS Hold Buffers .................. 0
  Total of cells resized after clock tree synthesis .................. 0
  Clock tree from TritonCTS .................. built
  Number of H-tree levels .................. 2
  Clock Sink Count .................. 32
  Post-CTS Repair Setup Buffers .................. 0

Placed design
  Number of buffers inserted by port buffering .................. just under 100
  HPWL after DPL .................. about 9 mm
  Post-detailed-placement cell area .................. a little under 5000 sq um
  Dpl ws .................. around 12000 ps
  Routability congestion estimate from global placement .................. around 0.95

Floorplan
  Horizontal die dimension .................. 101 um
  Vertical extent of the die .................. 101 um
  FP Rows .................. 35
  Die Outline Area .................. ~10000 sq um
  Area of the core .................. 9330 sq um
  Floorplan-stage core utilization .................. a little over two fifths
  Top-level I/O count .................. ~100

Timing
  Final count of pins violating max slew .................. 0
  Final Setup Violations .................. 0
  Setup repair after global routing missed its margin .................. no
  F_max .................. 153 MHz
  Part of the cycle the worst path needs .................. between 30 and 40%
  Crit path time final .................. roughly 6600 ps
  Endpoints failing hold .................. 0
  Smallest setup slack after layout .................. approximately 13000 ps
  Clk_skew .................. about 11 ps
  Actual transition at the worst max-transition pin .................. 697 ps
  Worst slew margin relative to its limit .................. between 50% and 60%
  Final total negative setup slack .................. 0 ps

Hold path
  Class of the tightest hold or removal check .................. reg2reg

Run
  Reported max-cap violation count .................. 0
  Log Warnings .................. 27
metal layers:
metal  vias up  track usage, %
met4         0            3.34
li1       2178               -
met2       140            41.7
met5         -               0
met1      1986            39.1
met3        10            2.19
layout by cell type, fill, tap and decap left out, types with 7 or more instances in the layout:
cell type / Yosys / layout
sky130_fd_sc_hd__clkdlybuf4s50_1: 0 / 99
sky130_fd_sc_hd__a21oi_1: 55 / 55
sky130_fd_sc_hd__nor2_1: 37 / 37
sky130_fd_sc_hd__nand2_1: 36 / 36
sky130_fd_sc_hd__ha_1: 35 / 35
sky130_fd_sc_hd__dfxtp_1: 32 / 32
sky130_fd_sc_hd__o21ai_0: 24 / 24
sky130_fd_sc_hd__a21o_1: 22 / 22
sky130_fd_sc_hd__inv_1: 21 / 21
sky130_fd_sc_hd__a221oi_1: 19 / 19
sky130_fd_sc_hd__and3_1: 17 / 17
sky130_fd_sc_hd__xnor2_1: 16 / 16
sky130_fd_sc_hd__nand3_1: 15 / 15
sky130_fd_sc_hd__o21ai_1: 13 / 13
sky130_fd_sc_hd__nand4_1: 10 / 10
sky130_fd_sc_hd__nand2b_1: 10 / 10
sky130_fd_sc_hd__xor2_1: 10 / 10
sky130_fd_sc_hd__nor3_1: 9 / 9
sky130_fd_sc_hd__a2111oi_0: 8 / 8
sky130_fd_sc_hd__a31oi_1: 8 / 8
sky130_fd_sc_hd__o21bai_1: 7 / 7
sky130_fd_sc_hd__a211oi_1: 7 / 7
sky130_fd_sc_hd__a221o_1: 7 / 7
logic make-up after synthesis:
logic type	Yosys count	share of synthesized area, %
buffers and inverters	50	4.89
AOI/OAI and AO/OA	210	37.3
and+or+nand+nor	164	22.1
muxes	6	1.58
adders and majority gates	36	11.8
xor gates and xnor gates	26	5.86
DFF	32	16.5
where the power goes:
part / internal (uW) / switching, uW
sequential: 73.3 / 11.1
clock: 23.6 / 27.3
combinational: 66.2 / 66.4
stage by stage:
step           cells  hold slack (ps)
6_report         733              522
2_1_floorplan    524              467
5_1_grt          733              574
3_5_place_dp     728              513
4_1_cts          733              533
3_3_place_gp     728              517
cell type report:
| cell class | count | area, sq um |
|---|---|---|
| flip-flops and latches | 32 | 641 |
| multi-input cells | 442 | 3060 |
| inverters | 21 | 78.8 |
| well taps | 129 | 161 |
| repair buffers | 104 | 1030 |
| clock buffers | 5 | 68.8 |
| fillers | 909 | 4290 |
worst min-delay path: cells and delay by family, from the launching register on:
kind             cells  cell delay, ps
flip-flops           1             340
AND-OR/OR-AND        1              80
AND/OR/NAND/NOR      1              70
worst paths after layout:
kind,startpoint,cells after the start,end
worst max-delay path,imm[1],11,pc_out[19]
worst min-delay path,pc_out[0],2,pc_out[0]
worst max register to register,pc_out[2],10,pc_out[28]
worst min register to register,pc_out[0],2,pc_out[0]
Power and IR drop assume default switching activity.
